==> /design/flow/design.v <==
module mux4x32 (a0,a1,a2,a3,s,y);
	input [31:0] a0,a1,a2,a3;
	input [1:0] s;
	output [31:0] y;
	function [31:0] select;
		input [31:0] a0,a1,a2,a3;
		input [1:0] s;
		case (s)
			2'b00: select = a0;
			2'b01: select = a1;
			2'b10: select = a2;
			2'b11: select = a3;	
		endcase
	endfunction
	assign y=select(a0,a1,a2,a3,s);
endmodule
module mux2x32 (a0,a1,s,y);
	input [31:0] a0,a1;
	input 	     s;
	output [31:0] y;
	assign		y=s?a1:a0;
endmodule
module mux2x5 (a0,a1,s,y);
	input [4:0] a0,a1;
	input s;
	output [4:0] y;
	assign y=s?a1:a0;
endmodule
module shift (d,sa,right,arith,sh);
	input [31:0] d;
	input [4:0] sa;
	input 	right,arith;
	output	[31:0] sh;
	reg [31:0]	sh;
	always @* begin
		if(!right)begin
			sh=(d<<sa);
		end else if (!arith) begin
			sh=(d>>sa);
		end else begin
			sh = $signed(d) >>>sa;
		end
	end
	endmodule
module add (a,b,c,g,p,s);
	input a,b,c;
	output g,p,s;
	assign s=a^b^c;
	assign g=a&b;
	assign p=a|b;
	endmodule
module g_p(g,p,c_in,g_out,p_out,c_out);
	input [1:0] g,p;			 
	input c_in;
	output g_out,p_out,c_out;
	assign g_out = g[1] | p[1] & g[0];
	assign p_out = p[1] & p[0];
	assign c_out = g[0] | p[0] & c_in;
	endmodule
module cla_2(a,b,c_in,g_out,p_out,s);
	input [1:0] a,b;
	input c_in;
	output g_out,p_out;
	output [1:0] s;
	wire [1:0] g,p;
	wire c_out;
	add add0(a[0],b[0],c_in,g[0],p[0],s[0]);
	add add1(a[1],b[1],c_out,g[1],p[1],s[1]);
	g_p g_p0 (g,p,c_in,g_out,p_out,c_out);
	endmodule
module cla_4(a,b,c_in,g_out,p_out,s);
	input [3:0] a,b;
	input c_in;
	output g_out,p_out;
	output [3:0] s;
	wire [1:0] g,p;
	wire c_out;
	cla_2 cla0(a[1:0],b[1:0],c_in,g[0],p[0],s[1:0]);
	cla_2 cla1(a[3:2],b[3:2],c_out,g[1],p[1],s[3:2]);
	g_p g_p0 (g,p,c_in,g_out,p_out,c_out);
	endmodule
module cla_8(a,b,c_in,g_out,p_out,s);
	input [7:0] a,b;
	input c_in;
	output g_out,p_out;
	output [7:0] s;
	wire [1:0] g,p;
	wire c_out;
	cla_4 cla0(a[3:0],b[3:0],c_in,g[0],p[0],s[3:0]);
	cla_4 cla1(a[7:4],b[7:4],c_out,g[1],p[1],s[7:4]);
	g_p g_p0 (g,p,c_in,g_out,p_out,c_out);
	endmodule
module cla_16(a,b,c_in,g_out,p_out,s);
	input [15:0] a,b;
	input c_in;
	output g_out,p_out;
	output [15:0] s;
	wire [1:0] g,p;
	wire c_out;
	cla_8 cla0(a[7:0],b[7:0],c_in,g[0],p[0],s[7:0]);
	cla_8 cla1(a[15:8],b[15:8],c_out,g[1],p[1],s[15:8]);
	g_p g_p0 (g,p,c_in,g_out,p_out,c_out);
	endmodule
module cla_32(a,b,c_in,g_out,p_out,s);
	input [31:0] a,b;
	input c_in;
	output g_out,p_out;
	output [31:0] s;
	wire [1:0] g,p;
	wire c_out;
	cla_16 cla0(a[15:0],b[15:0],c_in,g[0],p[0],s[15:0]);
	cla_16 cla1(a[31:16],b[31:16],c_out,g[1],p[1],s[31:16]);
	g_p g_p0 (g,p,c_in,g_out,p_out,c_out);
	endmodule
module cla32(a,b,ci,s,co);
	input [31:0] a,b;
	input ci;
	output [31:0] s;
	output co;
	wire g_out,p_out;
	cla_32 cla (a,b,ci,g_out,p_out,s); 
	assign co=g_out|p_out&ci;
	endmodule
module alu (a,b,aluop,r,z);
	input [31:0] a,b;		
	input [3:0] aluop;
	output [31:0] r;
	output z;
	wire [31:0] d_and = a&b;
	wire [31:0] d_or = a|b;		
	wire [31:0] d_xor = a^b;
	wire [31:0] d_lui = {b[15:0],16'h0};
	wire [31:0] d_and_or = aluop[2]?d_or:d_and;
	wire [31:0] d_xor_lui = aluop[2]?d_lui:d_xor;
	wire [31:0] d_as,d_sh;
	addsub32 as32 (a,b,aluop[2],d_as);
	shift shifter (b,a[4:0],aluop[2],aluop[3],d_sh);
	mux4x32 select (d_as,d_and_or,d_xor_lui,d_sh,aluop[1:0],r);
	assign z=~|r;		 
endmodule
module addsub32(a,b,sub,s);
	input [31:0] a,b;
	input	     sub;
	output [31:0] s;
	cla32 as32 (a,b^{32{sub}},sub,s);
endmodule
module pipeif(
  pcsource,pc,bpc,rpc,jpc,
  npc,pc4
  );
	input [31:0] pc,bpc,rpc,jpc;
	input [1:0] pcsource;
	output [31:0] npc,pc4;
	cla32 pc_plus4 (pc,32'h4,1'b0,pc4);
  mux4x32 next_pc (pc4,bpc,rpc,jpc,pcsource,npc);
endmodule
==> /design/flow/run.sh <==
#!/bin/bash
# OpenROAD 26Q1-2900-gdf79404cd8, Yosys 0.63+post, stock flow scripts
make -C /OpenROAD-flow-scripts/flow DESIGN_CONFIG=/design/flow/config.mk WORK_HOME=/design/flow/orfs finish
==> /design/flow/config.mk <==
export PLATFORM = sky130hd
export DESIGN_NAME = pipeif
export DESIGN_NICKNAME = pipeif
export VERILOG_FILES = /design/flow/design.v
export SDC_FILE = /design/flow/constraint.sdc
export NUM_CORES = 4
export LEC_CHECK = 1
export CORE_AREA = 10 10 111 111
export DIE_AREA = 0 0 121 121
==> /design/flow/constraint.sdc <==
current_design pipeif

set clk_period 6.7
set clk_io_pct 0.2

create_clock -name clk0 -period $clk_period

set non_clock_inputs [all_inputs -no_clocks]
set_input_delay [expr $clk_period * $clk_io_pct] -clock clk0 $non_clock_inputs
set_output_delay [expr $clk_period * $clk_io_pct] -clock clk0 [all_outputs]
==> changes_impl.md <==
## Flow update

- Filler cells: 961
- Tool Warnings: 32
- Hold WC Path Type: in -> out
- CP max-delay cell: or4_4
- Total negative slack: 0 ns
- First drt pass iteration count: 2
- Rows: 36
- Final setup fails: 0
- Io pins: 194
- Mapped Area: 1480 um^2
- Buffers on Ports: between 150 and 200
- Comb pwr share: 100.0%
- Area delta synth->final: 124%
- Vias in the first global route: 1990
- FF/Latch Area: 0 um^2
- Clock buffer count: 0
- Largest net degree at the start of global routing: 33
- # DRC: 0
- Gr usage total: around 10%
- Final wirelength: 7950 um
- Worst Setup SP: pc[2]
- Share of cells above drive strength 1: 13.6%
- Setup bufs post-CTS: 0
- Synth top area share: 48.8%
- Syn. warnings: 1
- Final min period: 5.68 ns
- Vias: roughly 1.7k
- RSZ-0062 raised after global routing: false
- Initial DRC Count: 29
- Pleak: 0.00125 uW
- Die H: 121 um
- Main area contributors: mux4_2 (49%), buf_4 (16%), ha_1 (13%), xor2_1 (8.3%), nand4_1 (3.0%)
- Critical path depth: 9
- Cell family with most CP delay: simple AND/OR/NAND/NOR gates
- Cells along the critical path: clkdlybuf4s50_1 > ha_1 > nand3_2 > or4_4 > nor4_1 > ha_1 > xor2_1 > mux4_2 > clkdlybuf4s50_1
- Chip area: 14600 um^2
- Final core occ: 33.6%
- Fmax achieved: between 150 and 200 MHz
- Final period utilization: between 80% and 90%
- Final tally of hold violations: 0
- Termination of the worst setup path: npc[31]
- Clock power share: 0%
- Critical Path Source Type: primary input
- Rel. slew slack: 65.7%
- MaxCap Viol Count: 0
- Sequential power share: 0%
- CP arrival: 4.34 ns
- Peak supply drop: between 0.02 and 0.025 mV
- Yosys Instances: 130
- Drt wl/cell: 19.0 um
- Switch Pwr: 45.2 uW
- Hpwl dp: approximately 7300 um
- Cell type with the largest total area: mux4_2
- Hold Worst Slack: 3.52 ns
- Antenna fix cells: 0
- Post-synthesis cell count: 130
- Seq cells: 0
- Chip width: ~120 um
- Outcome: finished clean
- Chip Area, Yosys: 1480 um^2
- Final Wtd Congestion: 0.820
- Unique masters post-synth: 17
- Core Region: around 10000 um^2
- First-pass GRT wire length: 11700 um
- Worst Setup End Kind: output port
- Hold Buf Count CTS: 0
- Syn avg cell area: 11.4 um^2
- DR vias/cell: 4.07
- Crit path required time: 5.36 ns
- Total gr overflow: 0
- Pwr dens: between 50 and 60 nW/um^2
- Pre-Place Util: 15.0%
- Switch share: 23.0%
- Slew of the pin with the lowest slew margin: 0.515 ns
- Crit-path max FO: 6
- Internal power: about 150 uW
- Max stage delay on crit path: 0.59 ns
- Post-DRT Antenna Nets: 0
- CP Class: in -> out
- Buf/Inv on CP: 2
- Sequential share of the synthesized area: 0%
- Initial antenna violation count: 0
- Post_cts resized: 0
- Final Slew Violations: 0
-- stage by stage --
step / setup WS, ns / power (uW) / area, um^2 / std cells
global route: 0.771 / 212 / 3310 / 419
floorplan: 2.23 / 61.9 / 1480 / 130
CTS: 0.919 / 202 / 3310 / 419
finish: 1.02 / 196 / 3310 / 419
detailed placement: 0.935 / 200 / 3310 / 419
global placement: 0.985 / 200 / 3310 / 419
-- how the worst min path moves through the flow --
stage / from / endpoint / slack, ns / cells past startpoint
after CTS: pc[1] / pc4[1] / 3.53 / 2
after global routing: pc[1] / pc4[1] / 3.55 / 2
final: pc[1] / pc4[1] / 3.52 / 2
-- Yosys cell counts --
master and instances:
nor2_1 1, inv_1 3, buf_4 32, clkbuf_1 1
xor2_1 14, nand2_1 4, nand4_1 7, nor4_1 4
or4_4 1, mux4_2 32, or2_2 1, and3_1 2
nor3_1 4, buf_2 7, ha_1 15, or4_1 1
nand3_2 1
-- cells by family after synthesis --
family	share of synthesized area (%)
buffers and inverters	19.7
xor gates and xnor gates	8.31
muxes	48.8
and+or+nand+nor	10.5
adders and majority gates	12.7
-- power by group through the flow --
stage | Combinational [uW] | Clock (uW) | Sequential [uW]
after CTS | 202 | 0 | 0
after global routing | 212 | 0 | 0
final | 196 | 0 | 0
-- cell type report --
class / instances / area [um^2] / area share (%)
multi-input combinational: 87 / 1190 / 35.8
tap: 133 / 166 / 5.03
inverter: 3 / 11.3 / 0.340
timing repair buffer: 196 / 1950 / 58.8
-- per-layer routing --
layer / vias to the layer above / share of wire (%) / global-route usage, %
met5: - / 0 / 0
met4: 0 / 0 / 0
met3: 0 / 9.4 / 3.31
met2: 93 / 53 / 18.8
met1: 806 / 38 / 11.9
li1: 805 / - / -
-- cell usage in the layout (no fill, tap or decap) --
cell type / instances
nor4_1: 4
nor3_1: 4
or4_1: 1
xor2_1: 14
and3_1: 2
nand4_1: 7
or2_2: 1
nor2_1: 1
inv_1: 3
ha_1: 15
nand3_2: 1
mux4_2: 32
buf_4: 2
or4_4: 1
buf_2: 2
nand2_1: 4
clkdlybuf4s50_1: 192
Power and IR drop assume default switching activity.
