File: flow/design.v
module mux4x32 (a0,a1,a2,a3,s,y);
	input [31:0] a0,a1,a2,a3;
	input [1:0] s;
	output [31:0] y;
	function [31:0] select;
		input [31:0] a0,a1,a2,a3;
		input [1:0] s;
		case (s)
			2'b00: select = a0;
			2'b01: select = a1;
			2'b10: select = a2;
			2'b11: select = a3;	
		endcase
	endfunction
	assign y=select(a0,a1,a2,a3,s);
endmodule
module mux2x32 (a0,a1,s,y);
	input [31:0] a0,a1;
	input 	     s;
	output [31:0] y;
	assign		y=s?a1:a0;
endmodule
module mux2x5 (a0,a1,s,y);
	input [4:0] a0,a1;
	input s;
	output [4:0] y;
	assign y=s?a1:a0;
endmodule
module shift (d,sa,right,arith,sh);
	input [31:0] d;
	input [4:0] sa;
	input 	right,arith;
	output	[31:0] sh;
	reg [31:0]	sh;
	always @* begin
		if(!right)begin
			sh=(d<<sa);
		end else if (!arith) begin
			sh=(d>>sa);
		end else begin
			sh = $signed(d) >>>sa;
		end
	end
	endmodule
module add (a,b,c,g,p,s);
	input a,b,c;
	output g,p,s;
	assign s=a^b^c;
	assign g=a&b;
	assign p=a|b;
	endmodule
module g_p(g,p,c_in,g_out,p_out,c_out);
	input [1:0] g,p;			 
	input c_in;
	output g_out,p_out,c_out;
	assign g_out = g[1] | p[1] & g[0];
	assign p_out = p[1] & p[0];
	assign c_out = g[0] | p[0] & c_in;
	endmodule
module cla_2(a,b,c_in,g_out,p_out,s);
	input [1:0] a,b;
	input c_in;
	output g_out,p_out;
	output [1:0] s;
	wire [1:0] g,p;
	wire c_out;
	add add0(a[0],b[0],c_in,g[0],p[0],s[0]);
	add add1(a[1],b[1],c_out,g[1],p[1],s[1]);
	g_p g_p0 (g,p,c_in,g_out,p_out,c_out);
	endmodule
module cla_4(a,b,c_in,g_out,p_out,s);
	input [3:0] a,b;
	input c_in;
	output g_out,p_out;
	output [3:0] s;
	wire [1:0] g,p;
	wire c_out;
	cla_2 cla0(a[1:0],b[1:0],c_in,g[0],p[0],s[1:0]);
	cla_2 cla1(a[3:2],b[3:2],c_out,g[1],p[1],s[3:2]);
	g_p g_p0 (g,p,c_in,g_out,p_out,c_out);
	endmodule
module cla_8(a,b,c_in,g_out,p_out,s);
	input [7:0] a,b;
	input c_in;
	output g_out,p_out;
	output [7:0] s;
	wire [1:0] g,p;
	wire c_out;
	cla_4 cla0(a[3:0],b[3:0],c_in,g[0],p[0],s[3:0]);
	cla_4 cla1(a[7:4],b[7:4],c_out,g[1],p[1],s[7:4]);
	g_p g_p0 (g,p,c_in,g_out,p_out,c_out);
	endmodule
module cla_16(a,b,c_in,g_out,p_out,s);
	input [15:0] a,b;
	input c_in;
	output g_out,p_out;
	output [15:0] s;
	wire [1:0] g,p;
	wire c_out;
	cla_8 cla0(a[7:0],b[7:0],c_in,g[0],p[0],s[7:0]);
	cla_8 cla1(a[15:8],b[15:8],c_out,g[1],p[1],s[15:8]);
	g_p g_p0 (g,p,c_in,g_out,p_out,c_out);
	endmodule
module cla_32(a,b,c_in,g_out,p_out,s);
	input [31:0] a,b;
	input c_in;
	output g_out,p_out;
	output [31:0] s;
	wire [1:0] g,p;
	wire c_out;
	cla_16 cla0(a[15:0],b[15:0],c_in,g[0],p[0],s[15:0]);
	cla_16 cla1(a[31:16],b[31:16],c_out,g[1],p[1],s[31:16]);
	g_p g_p0 (g,p,c_in,g_out,p_out,c_out);
	endmodule
module cla32(a,b,ci,s,co);
	input [31:0] a,b;
	input ci;
	output [31:0] s;
	output co;
	wire g_out,p_out;
	cla_32 cla (a,b,ci,g_out,p_out,s); 
	assign co=g_out|p_out&ci;
	endmodule
module alu (a,b,aluop,r,z);
	input [31:0] a,b;		
	input [3:0] aluop;
	output [31:0] r;
	output z;
	wire [31:0] d_and = a&b;
	wire [31:0] d_or = a|b;		
	wire [31:0] d_xor = a^b;
	wire [31:0] d_lui = {b[15:0],16'h0};
	wire [31:0] d_and_or = aluop[2]?d_or:d_and;
	wire [31:0] d_xor_lui = aluop[2]?d_lui:d_xor;
	wire [31:0] d_as,d_sh;
	addsub32 as32 (a,b,aluop[2],d_as);
	shift shifter (b,a[4:0],aluop[2],aluop[3],d_sh);
	mux4x32 select (d_as,d_and_or,d_xor_lui,d_sh,aluop[1:0],r);
	assign z=~|r;		 
endmodule
module addsub32(a,b,sub,s);
	input [31:0] a,b;
	input	     sub;
	output [31:0] s;
	cla32 as32 (a,b^{32{sub}},sub,s);
endmodule
module pipedereg(dwreg,dm2reg,dwmem,daluc,daluimm,da,db,dimm,drn,
	dshift,djal,dpc4,clk,clrn,ewreg,em2reg,ewmem,
	ealuc,ealuimm,ea,eb,eimm,ern,eshift,ejal,epc4);
	input [31:0] da,db,dimm,dpc4;
	input [4:0] drn;
	input [3:0] daluc;
	input dwreg,dm2reg,dwmem,daluimm,dshift,djal;
	input clk,clrn;
	output [31:0] ea,eb,eimm,epc4;
	output [4:0] ern;
	output [3:0] ealuc;
	output ewreg,em2reg,ewmem,ealuimm,eshift,ejal;
	reg [31:0] ea,eb,eimm,epc4;
	reg [4:0] ern;
	reg [3:0] ealuc;
	reg ewreg,em2reg,ewmem,ealuimm,eshift,ejal;
  always @ (posedge clrn or posedge clk)
		if(clrn==0)begin
		  ewreg<=0;
			em2reg<=0;
			ewmem<=0;
			ealuc<=0;
			ealuimm<=0;
			ealuc<=0;
			eb<=0;
			ea<=0;
			ern<=0;
			eimm<=0;
			eshift<=0;
			epc4<=0;
			ejal<=0;
		end else begin
			ewreg<=dwreg;
			em2reg<=dm2reg;
			ewmem<=dwmem;
			ealuc<=daluc;
			ea<=da;
			eimm<=dimm;
			eshift<=dshift;
			epc4<=dpc4;
			ealuimm<=daluimm;
			eb<=db;
			ern<=drn;
			ejal<=djal;
		end
	endmodule
module pipeexe(ealuc,ealuimm,ea,eb,eimm,eshift,ern0,epc4,ejal,ern,ealu);
	input [31:0] ea,eb,eimm,epc4;
	input [4:0] ern0;
	input [3:0] ealuc;
	input ealuimm,eshift,ejal;
	output [31:0] ealu;
	output [4:0] ern;
	wire [31:0] alua,alub,sa,ealu0,epc8;
	wire z;
	assign sa={27'b0,eimm[10:6]};
	cla32 ret_addr (epc4,32'h0,1'b0,epc8);
	mux2x32 alu_ina(ea,sa,eshift,alua);
	mux2x32 alu_inb(eb,eimm,ealuimm,alub);
	assign ern=ern0|{5{ejal}};
	alu al_unit (alua,alub,ealuc,ealu0,z);
	mux2x32 save_pc8(ealu0,epc8,ejal,ealu);
	endmodule
File: flow/run.sh
#!/bin/bash
# OpenROAD 26Q1-2900-gdf79404cd8, Yosys 0.63+post, stock flow scripts
make -C /OpenROAD-flow-scripts/flow DESIGN_CONFIG=/design/flow/config.mk WORK_HOME=/design/flow/orfs finish
File: flow/config.mk
export PLATFORM = sky130hd
export DESIGN_NAME = pipeexe
export DESIGN_NICKNAME = pipeexe
export VERILOG_FILES = /design/flow/design.v
export SDC_FILE = /design/flow/constraint.sdc
export NUM_CORES = 4
export LEC_CHECK = 1
export CORE_UTILIZATION = 50
File: flow/constraint.sdc
current_design pipeexe

set clk_period 22.5
set clk_io_pct 0.2

create_clock -name clk0 -period $clk_period

set non_clock_inputs [all_inputs -no_clocks]
set_input_delay [expr $clk_period * $clk_io_pct] -clock clk0 $non_clock_inputs
set_output_delay [expr $clk_period * $clk_io_pct] -clock clk0 [all_outputs]
==> results.txt <==
The synthesis and PnR run went through. Sequential power share landed at 0%. According to the floorplan report, the die width is roughly 130 um. The synthesis report lists the most area-consuming cells as sky130_fd_sc_hd__mux2i_1 (20%), sky130_fd_sc_hd__ha_1 (18%), sky130_fd_sc_hd__nand2_1 (5.2%). STA classifies the critical path startpoint as an input pin. Each instance of the synthesized netlist takes up on average 7.065 sq um. Summed over all layers, the global routing overflow is 0. Warnings raised by the tools during the run amount to between 100 and 150. Sequential standard cell area landed at 0 sq um.

In the final report, the number of hold violations comes to 0. Part of the total power dissipated in combinational logic landed at 100.0%. The area recorded from the Yosys report for this design is roughly 8800 sq um.

The count of buffers added on input and output ports is around 180. The power report lists cell-internal power as 136.7 uW. Synthesis produced approximately 1,300 cells. Area of the mapped netlist landed at roughly 8800 sq um. Remaining antenna violation count after routing landed at 0. Max-slew headroom at the worst pin landed at about a quarter. Yosys reports that the most numerous cell types are sky130_fd_sc_hd__mux2i_1 (176), sky130_fd_sc_hd__ha_1 (125), sky130_fd_sc_hd__nand2_1 (122). STA classifies the critical path endpoint as a primary output. After layout, the minimum clock period comes to between 15 and 20 ns.

Period utilization landed at 69.24%. The worst hold path terminates at ealu[21]. Required time of the worst setup path landed at between 15 and 20 ns. The count of cells in the finished layout, fillers not included, comes to around 1,600. The floorplan has around 48 rows.

Looking at hold timing, the worst path starts from epc4[21]. Summed over all instances, the cell type with the most area after synthesis is sky130_fd_sc_hd__mux2i_1. Setup repair after global routing left no endpoint under its margin.

The flow ran to the end, and the final reports show no timing, DRC or antenna violations. Half-perimeter wire length after detailed placement landed at 28.13 mm. Via count of the first global-routing pass landed at ~9,400. Along the worst hold path, the cell count comes to 3. Across every metal layer, demand over resource in global routing totals approximately two fifths.

Pre-CTS setup slack landed at between 6 and 7 ns. Total setup buffers inserted after CTS landed at 0. Summed over all failing endpoints, the final setup total negative slack is 0 ns. The share of the Yosys chip area taken by registers is 0%.

The share of total power dissipated in the clock network is 0%. Wire length of the first global-routing pass landed at 55.68 mm. Data arrival time of the critical path landed at ~11 ns. Number of distinct standard cells referenced by the synthesized netlist landed at roughly 67. Post-cts gate resize count landed at 0. The switching component of the power was reported as between 150 and 200 uW.

sky130_fd_sc_hd__mux2i_1 is the most common cell in the netlist. The final report gives the standard cell area, fillers excluded, as 10,810 sq um. The pin closest to its max-slew limit shows a slew of around 1.1 ns. The detailed placer reported the number of placed instances as 1,607. VDD sags by at most approximately 0.029 mV. Count of clock-net buffers in the final layout landed at 0. The number of sequential cells reported for the layout is 0. Initial antenna violation count landed at 0. Number of failing setup endpoints in the final timing report landed at 0. Number of detailed-routing iterations run before antenna repair landed at 6. The filler cells instantiated in the layout total 1,581. In the setup report, the worst path falls into the class in -> out. For this run, the script counts the antenna cells in the layout as 0. The chip occupies ~18,000 sq um. Maximum achievable frequency landed at 64.19 MHz. Initial detailed-routing violation count landed at approximately 1,200. Final max-slew violation count landed at 0. In the Yosys report the total cell count is approximately 1,300.

Compared with the post-synthesis result, the final layout area differs by 22.30%. Count of vias placed by the detailed router landed at 10,090. Entering global routing, the biggest net connects about 63 pins. Detail-routed via count per cell landed at ~6.3.

Height of the die landed at 135.0 um. Wire length after detailed routing landed at roughly 37 mm. The worst hold path belongs to the class in -> out.

After floorplanning, the core was sized to cover around 17,000 sq um. Cells with a size suffix above 1 make up under 10% of the layout. The area fraction of the largest cell type after synthesis is roughly a fifth. Tally of max-capacitance violations landed at 0.

After clock tree synthesis, the flow added hold-fix buffers numbering 0. Setup slack after layout landed at a little under 7 ns. roughly 180 I/O pins were placed.

The script computed the net switching share of total power as approximately three fifths. In this run the worst path has a maximum fanout of 46. Yosys synthesis warning count landed at 2.

Standby leakage power landed at a little over 0.005 uW. Placer congestion estimate landed at 1.165. Starting utilization of the core area landed at approximately half. Power density relative to cell area landed at between 30 and 40 nW/um^2.

DRC violation count after routing landed at 0. Area of placed instances landed at roughly 11,000 sq um. Detail-routed net length per standard cell landed at roughly 23 um.
-- through the flow --
step           hold WS (ns)  utilization [%]  power [uW]
2_1_floorplan         9.055                -       199.9
3_3_place_gp          9.915            62.49       315.4
3_5_place_dp          9.922            62.49       315.8
4_1_cts               9.926            62.49       317.9
5_1_grt               9.946            62.49       353.0
6_report              9.920            62.49       327.0
-- layer usage --
metal / vias up / global-route usage [%] / wire length [um] / part of all wire, %
li1: 4723 / - / - / -
met1: 4650 / 58.64 / 15510 / 42
met2: 631 / 57.85 / 14800 / 40
met3: 90 / 13.60 / 5189 / 14
met4: 0 / 16.04 / 1665 / 4.5
met5: - / 0 / 0 / 0
-- worst max-delay path, stage by stage --
cell and delay, ns:
sky130_fd_sc_hd__clkdlybuf4s50_1 0.45, sky130_fd_sc_hd__buf_4 0.37, sky130_fd_sc_hd__mux2_4 0.59, sky130_fd_sc_hd__inv_2 0.11
sky130_fd_sc_hd__buf_4 0.52, sky130_fd_sc_hd__ha_1 0.25, sky130_fd_sc_hd__nor2b_1 0.06, sky130_fd_sc_hd__o21ai_0 0.46
sky130_fd_sc_hd__a211oi_1 0.19, sky130_fd_sc_hd__o31ai_1 0.75, sky130_fd_sc_hd__a31oi_1 0.22, sky130_fd_sc_hd__o41ai_1 0.57
sky130_fd_sc_hd__o31a_1 0.23, sky130_fd_sc_hd__o31ai_1 0.09, sky130_fd_sc_hd__fa_1 0.39, sky130_fd_sc_hd__xnor2_1 0.19
sky130_fd_sc_hd__xnor2_1 0.15, sky130_fd_sc_hd__xnor2_1 0.13, sky130_fd_sc_hd__o221ai_1 0.15, sky130_fd_sc_hd__o211ai_1 0.18
sky130_fd_sc_hd__clkdlybuf4s50_1 0.49
-- power by group through the flow --
stage / sequential (uW) / clock (uW) / combinational [uW]
global route: 0 / 0 / 353
finish: 0 / 0 / 327
CTS: 0 / 0 / 318
-- placed cells by master (no fill, tap or decap), drive strengths merged, types with 15 or more instances in the layout --
| master | synthesis | layout |
|---|---|---|
| mux2i | 178 | 178 |
| clkdlybuf4s50 | 0 | 174 |
| ha | 125 | 125 |
| nand2 | 122 | 122 |
| inv | 109 | 109 |
| nor2 | 97 | 97 |
| a21oi | 87 | 87 |
| o21ai | 77 | 77 |
| buf | 40 | 50 |
| xnor2 | 39 | 39 |
| nand2b | 31 | 31 |
| o211ai | 23 | 23 |
| a22oi | 18 | 18 |
| nand3 | 15 | 15 |
| o22ai | 15 | 15 |
| fa | 15 | 15 |
-- cells by family (layout without fill, tap and decap cells) --
family | count (synthesis) | in the layout | share of synthesized area, %
fa+ha+maj | 140 | 140 | 21.09
buf+inv | 204 | 335 | 9.640
simple gates | 314 | 314 | 15.71
xor+xnor | 49 | 49 | 4.856
mux | 194 | 194 | 22.66
compound gates | 350 | 350 | 26.03
-- worst max-delay path by stage --
stage	from	endpoint	slack (ns)	cells past startpoint
after CTS	eshift	ealu[31]	6.99	21
after global routing	eshift	ealu[31]	6.53	21
final	eshift	ealu[31]	6.92	21
-- final cells by class --
cell class / count / area [sq um] / area share, %
inverters: 111 / 416.7 / 3.855
well taps: 225 / 281.5 / 2.604
repair buffers: 224 / 2112 / 19.54
multi-input cells: 1047 / 7999 / 74.00
Power is estimated from default activity; no workload was simulated.
